File: ./design.v
module alsu_unit(A, B, opcode, cin, serial_in, direction, red_op_A, red_op_B, bypass_A, bypass_B, clk, rst, out, leds);
parameter INPUT_PRIORITY = "A";
parameter FULL_ADDER = "ON";
input [2:0] A, B, opcode;
input cin, serial_in, direction, red_op_A, red_op_B, bypass_A, bypass_B, clk, rst;  
output reg [5:0] out;
output reg [15:0] leds; 
reg [2:0] A_reg, B_reg, op_reg;
reg cin_reg, serial_in_reg, direction_reg, red_op_A_reg, red_op_B_reg, bypass_A_reg, bypass_B_reg; 
always @(posedge clk or posedge rst) begin
    if(rst) begin
      out <= 0;
      leds <= 0;
    end
    else begin
        A_reg <= A; 
        B_reg <= B;
        op_reg <= opcode;
        cin_reg <= cin;
        serial_in_reg <= serial_in;
        direction_reg <= direction;
        red_op_A_reg <= red_op_A;
        red_op_B_reg <= red_op_B;
        bypass_A_reg <= bypass_A;
        bypass_B_reg <= bypass_B;
        case ({bypass_A_reg, bypass_B_reg})
            2'b00: begin
                 case (op_reg)
                    3'b000: begin
                        case ({red_op_A_reg, red_op_B_reg})
                        2'b00: out <= A_reg & B_reg;
                        2'b10: out <= &A_reg;
                        2'b01: out <= &B_reg;
                        2'b11: begin
                            if(INPUT_PRIORITY == "A")
                                out <= &A_reg;
                            else if(INPUT_PRIORITY == "B")
                                out <= &B_reg;
                            end
                        endcase
                        end
                    3'b001: begin
                        case ({red_op_A_reg, red_op_B_reg})
                        2'b00: out <= A_reg ^ B_reg;
                        2'b10: out <= ^A_reg;
                        2'b01: out <= ^B_reg;
                        2'b11: begin
                            if(INPUT_PRIORITY == "A")
                                out <= ^A_reg;
                            else if(INPUT_PRIORITY == "B")
                                out <= ^B_reg;
                            end
                        endcase
                    end
                    3'b010: begin
                    if(red_op_A_reg && red_op_B_reg) begin
                      leds <= ~leds;
                      out <= 0;
                    end
                    else if(FULL_ADDER == "ON")
                        out <= A_reg + B_reg + cin_reg;
                    else if(FULL_ADDER == "OFF")
                        out <= A_reg + B_reg;
                    end
                    3'b011: begin
                    if(red_op_A_reg && red_op_B_reg) begin
                      leds <= ~leds;
                      out <= 0;
                    end
                    else
                        out <= A_reg * B_reg;
                    end
                    3'b100: begin
                    if(red_op_A_reg && red_op_B_reg) begin
                      leds <= ~leds;
                      out <= 0;
                    end
                    else if(direction_reg)
                        out <= {out[4:0], serial_in_reg};
                    else
                        out <= {serial_in_reg, out[5:1]};
                    end
                    3'b101: begin
                    if(red_op_A_reg && red_op_B_reg) begin
                      leds <= ~leds;
                      out <= 0;
                    end
                    else if(direction_reg)
                        out <= {out[4:0], out[5]};
                    else
                        out <= {out[0], out[5:1]};
                    end
                    default: begin
                      leds <= ~leds;
                      out <= 0;
                    end
                endcase
            end
        2'b10: out <= A_reg;
        2'b01: out <= B_reg;
        2'b11: begin
            if(INPUT_PRIORITY == "A")
                out <= A_reg;
            else if(INPUT_PRIORITY == "B")
                out <= B_reg;
        end
        endcase
    end
end
endmodule
File: ./run.sh
#!/bin/bash
# OpenROAD 26Q1-2900-gdf79404cd8, Yosys 0.63+post, stock flow scripts
make -C /OpenROAD-flow-scripts/flow DESIGN_CONFIG=/design/flow/config.mk WORK_HOME=/design/flow/orfs finish
File: ./config.mk
export PLATFORM = sky130hd
export DESIGN_NAME = alsu_unit
export DESIGN_NICKNAME = alsu_unit
export VERILOG_FILES = /design/flow/design.v
export SDC_FILE = /design/flow/constraint.sdc
export NUM_CORES = 4
export LEC_CHECK = 1
export CORE_UTILIZATION = 40
File: ./constraint.sdc
current_design alsu_unit

set clk_period 3.4
set clk_io_pct 0.2

create_clock -name clk0 -period $clk_period [get_ports {clk}]

set non_clock_inputs [all_inputs -no_clocks]
set_input_delay [expr $clk_period * $clk_io_pct] -clock clk0 $non_clock_inputs
set_output_delay [expr $clk_period * $clk_io_pct] -clock clk0 [all_outputs]
==> results.json <==
{
  "outcome": "finished, final reports clean",
  "synth-compound-area-share": 0.0894,
  "largest_register": "leds",
  "clock_skews_ns": 0.00557,
  "tool_warning_count": 26,
  "htree_levels": 2,
  "async_reset_ff_frac": 0.579,
  "timing_hold_violations_final": 0,
  "synthTopLogicFamily": "adder cells",
  "nFillCells": 396,
  "io_pins": 40,
  "avgSynthCellArea_um2": 12.6,
  "worst_hold_startpoint": "leds[7]$_DFFE_PP0P_",
  "critPathMostFrequentCell": "ha_1",
  "finalWirelength_um": 3600,
  "syn_inst": 157,
  "worst_path_max_delay_cell": "edfxtp_1",
  "yosys_synthesis_chip_area_um2": 1970,
  "worstSetupPathType": "register to register",
  "relSlewSlack": 0.590,
  "antenna_cells": 0,
  "postRouteAntennaNets": 0,
  "critical_path_arrival_ns": 2.60,
  "crit_path_start": "B_reg[1]$_DFFE_PN_",
  "drt-vias-per-instance": 4.85,
  "postPlaceCellArea_um2": 2430,
  "peakVddDrop_uv": 361,
  "routed_wirelength_normalized_by_instance_count_um": 13.4,
  "cp_slowest_stage_delay_ns": 0.50,
  "setup-violations-final": 0,
  "synth.lib_cells_used.distinct": 42,
  "synthXorXnorAreaFrac": 0.0932,
  "worst_hold_slack_ns": 0.473,
  "clock_tree_from_tritoncts": "done",
  "count_of_buffers_inserted_at_the_top_level_ports": 39,
  "layout_top_registers": "leds: 16 flops, out: 6 flops",
  "dieHeight_um": 72.3,
  "hold_path_class": "register to register",
  "finalClockPeriodUsage": 0.698,
  "drt_iter0_drc": 74,
  "buffer_and_inverter_tally_for_the_worst_setup_path": 0,
  "cts_hold_buf": 0,
  "grt_pass1_wl_um": 6070,
  "largest_area_cell": "dfrtp_1",
  "drc_viols": 0,
  "power_density_over_the_cells_nw_per_um2": 614,
  "max_slew.worst_pin.slew_ns": 0.614,
  "flow.area_growth_from_synthesis_pct": 30.3,
  "timing.setup.tns_ns": 0,
  "fp.dieW_um": 72.3,
  "cts_resized": 0,
  "critPathRequiredTime_ns": 3.62,
  "grt_setup_unrepaired": "no",
  "yosysTopAreaCellShare": 0.279,
  "clock_tree.buffer_depth": 2,
  "setup.worst_path.end_class": "register",
  "via_count_of_the_first_global_routing_pass": 1410,
  "gpl.final_weighted_congestion": 0.936,
  "post-cts-setup-buffers": 0,
  "final_max_slew_viol_count": 0,
  "proportion_of_layout_cells_with_a_drive_suffix_above_1": 0.0796,
  "largest_net_degree_at_the_start_of_global_routing": 25,
  "grt_overflow": 0,
  "synth_simple_gate_area_share": 0.104,
  "cts.clk_slew.worst_paths_ns": 0.08,
  "path_delay_family": "adder cells",
  "grt_antenna_before_repair": 0,
  "clock_sink_count": 38,
  "floorplan.rows": 25,
  "largest_register_ffs": 16,
  "finalCriticalPeriod_ns": 2.37,
  "clk-insertion-delay-late_ns": 0.29,
  "rr_startpoint": "B_reg[1]$_DFFE_PN_",
  "synth_sequential_area_ratio": 0.522,
  "via_count": 1301,
  "yosys-mux-area-fraction": 0.0526,
  "tritoncts.num_buffers": 5,
  "p_leak_nw": 1.04,
  "critical_path.startpoint_type": "register",
  "count_of_flip_flops_with_a_built_in_enable_after_synthesis": 16,
  "floorplan.core_util": 0.418,
  "synth.cell_area_um2": 1970,
  "synth-seq-cells": 38,
  "core_area_um2": 4720,
  "max_cap_violations": 0,
  "topCellsByArea": "dfrtp_1 28%, edfxtp_1 24%, xnor2_1 8.9%",
  "adder_share": 0.112,
  "grt_use_total": 0.157,
  "final_std_cell_area_no_fill_um2": 2570,
  "die_area_um2": 5220,
  "ys_cells": 157,
  "yosysWarnings": 1,
  "maximum_fanout_along_the_worst_path": 7,
  "ys.flop_type": "dfrtp_1",
  "detailedRoute.firstPassIterationCount": 4,
  "critical_path.cell_chain": "ha_1 -> xnor2_1 -> ha_1 -> ha_1 -> fa_1 -> nor2b_1 -> o32a_1 -> nor2_1",
  "hpwl_um": 2690,
  "maxClockFrequency_mhz": 421,
  "ctsRootBufferMaster": "clkbuf_8"
}
## cell usage after synthesis, drive strengths merged, types with 2 or more instances
cell and instances:
ha 12, mux2i 7, mux2 3, o22a 2
a211oi 3, nor2 6, edfxtp 16, nand2 15
dfrtp 22, a21o 2, buf 3, nor2b 4
nand2b 3, xnor2 20, a21oi 2, and2 6
inv 5, fa 3, nand3 2, o21ai 2
## per-layer routing
layer / GRT usage / wire, um
met4: 0.0305 / 59
met2: 0.254 / 1670
met5: 0 / 0
met1: 0.234 / 1670
met3: 0.0324 / 189
## final timing paths
kind,end,slack [ns],cells past startpoint
worst max register to register,out[3]$_DFF_PP0_,1.03,8
worst min-delay path,leds[7]$_DFFE_PP0P_,0.47,1
max in group asynchronous,leds[0]$_DFFE_PP0P_,2.10,3
worst min register to register,leds[7]$_DFFE_PP0P_,0.47,1
min in group asynchronous,leds[14]$_DFFE_PP0P_,0.76,2
worst max-delay path,out[3]$_DFF_PP0_,1.03,8
## where the power goes
part	switching, W	leakage (nW)	total, W	internal (W)
Clock	0.000161	0.0683	0.000455	0.000294
Sequential	0.000107	0.424	0.000709	0.000602
Combinational	0.000106	0.552	0.000416	0.000310
Total	0.000373	1.04	0.00158	0.00121
## cell type report
type                            instances  area, um2  share of cell area
Sequential cell                        38       1030               0.401
Multi-Input combinational cell        110        891               0.346
Timing Repair Buffer                   40        410               0.160
Tap cell                               67       83.8              0.0326
Clock buffer                            5       68.8              0.0268
Clock inverter                          3       68.8              0.0268
Inverter                                5       18.8             0.00730
## cells by family (layout without fill, tap and decap cells)
kind of cell	Yosys count	after routing
AND-OR/OR-AND	23	23
multiplexers	10	10
XOR/XNOR	21	21
flip-flops	38	38
AND/OR/NAND/NOR	40	40
adder cells (fa/ha/maj)	16	16
buffers and inverters	9	53
## stage by stage
step / setup slack, ns / instances / total power [W] / utilization
3_3_place_gp: 1.09 / 260 / 0.00113 / 0.515
3_5_place_dp: 1.03 / 260 / 0.00113 / 0.515
4_1_cts: 1.02 / 268 / 0.00160 / 0.545
5_1_grt: 0.949 / 268 / 0.00167 / 0.545
6_report: 1.03 / 268 / 0.00158 / 0.545
2_1_floorplan: 1.17 / 157 / 0.000868 / -
## placed cells by master (no fill, tap or decap), drive strengths merged, types with 3 or more instances in the layout
cell / n
mux2: 3
fa: 3
a211oi: 3
xnor2: 20
clkbuf: 5
inv: 5
clkdlybuf4s50: 39
mux2i: 7
nand2b: 3
dfrtp: 22
ha: 12
and2: 6
nor2b: 4
nor2: 6
nand2: 15
edfxtp: 16
No activity file was given, so power comes from the tool's default toggle rates.
